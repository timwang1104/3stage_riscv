## flow/design.v

```verilog
module button_parser #(
    parameter width = 1,
    parameter sample_count_max = 25000,
    parameter pulse_count_max = 150
) (
    input clk,
    input [width-1:0] in,
    output [width-1:0] out
);
    wire [width-1:0] synchronized_signals;
    wire [width-1:0] debounced_signals;
    synchronizer # (
        .width(width)
    ) button_synchronizer (
        .clk(clk),
        .async_signal(in),
        .sync_signal(synchronized_signals)
    );
    debouncer # (
        .width(width),
        .sample_count_max(sample_count_max),
        .pulse_count_max(pulse_count_max)
    ) button_debouncer (
        .clk(clk),
        .glitchy_signal(synchronized_signals),
        .debounced_signal(debounced_signals)
    );
    edge_detector # (
        .width(width)
    ) button_edge_detector (
        .clk(clk),
        .signal_in(debounced_signals),
        .edge_detect_pulse(out)
    );
endmodule
module debouncer #(
    parameter width = 1,
    parameter sample_count_max = 25000,
    parameter pulse_count_max = 150,
    parameter wrapping_counter_width = ((((sample_count_max) > 1) ? 1 : 0) + 
			(((sample_count_max) > 2) ? 1 : 0) + 
			(((sample_count_max) > 4) ? 1 : 0) + 
			(((sample_count_max) > 8) ? 1 : 0) + 
			(((sample_count_max) > 16) ? 1 : 0) + 
			(((sample_count_max) > 32) ? 1 : 0) + 
			(((sample_count_max) > 64) ? 1 : 0) + 
			(((sample_count_max) > 128) ? 1 : 0) + 
			(((sample_count_max) > 256) ? 1 : 0) + 
			(((sample_count_max) > 512) ? 1 : 0) + 
			(((sample_count_max) > 1024) ? 1 : 0) + 
			(((sample_count_max) > 2048) ? 1 : 0) + 
			(((sample_count_max) > 4096) ? 1 : 0) + 
			(((sample_count_max) > 8192) ? 1 : 0) + 
			(((sample_count_max) > 16384) ? 1 : 0) + 
			(((sample_count_max) > 32768) ? 1 : 0) + 
			(((sample_count_max) > 65536) ? 1 : 0) + 
			(((sample_count_max) > 131072) ? 1 : 0) + 
			(((sample_count_max) > 262144) ? 1 : 0) + 
			(((sample_count_max) > 524288) ? 1 : 0) + 
			(((sample_count_max) > 1048576) ? 1 : 0) + 
			(((sample_count_max) > 2097152) ? 1 : 0) + 
			(((sample_count_max) > 4194304) ? 1 : 0) + 
			(((sample_count_max) > 8388608) ? 1 : 0) + 
			(((sample_count_max) > 16777216) ? 1 : 0) + 
			(((sample_count_max) > 33554432) ? 1 : 0) + 
			(((sample_count_max) > 67108864) ? 1 : 0) + 
			(((sample_count_max) > 134217728) ? 1 : 0) + 
			(((sample_count_max) > 268435456) ? 1 : 0) + 
			(((sample_count_max) > 536870912) ? 1 : 0) + 
			(((sample_count_max) > 1073741824) ? 1 : 0)),
    parameter saturating_counter_width = ((((pulse_count_max) > 1) ? 1 : 0) + 
			(((pulse_count_max) > 2) ? 1 : 0) + 
			(((pulse_count_max) > 4) ? 1 : 0) + 
			(((pulse_count_max) > 8) ? 1 : 0) + 
			(((pulse_count_max) > 16) ? 1 : 0) + 
			(((pulse_count_max) > 32) ? 1 : 0) + 
			(((pulse_count_max) > 64) ? 1 : 0) + 
			(((pulse_count_max) > 128) ? 1 : 0) + 
			(((pulse_count_max) > 256) ? 1 : 0) + 
			(((pulse_count_max) > 512) ? 1 : 0) + 
			(((pulse_count_max) > 1024) ? 1 : 0) + 
			(((pulse_count_max) > 2048) ? 1 : 0) + 
			(((pulse_count_max) > 4096) ? 1 : 0) + 
			(((pulse_count_max) > 8192) ? 1 : 0) + 
			(((pulse_count_max) > 16384) ? 1 : 0) + 
			(((pulse_count_max) > 32768) ? 1 : 0) + 
			(((pulse_count_max) > 65536) ? 1 : 0) + 
			(((pulse_count_max) > 131072) ? 1 : 0) + 
			(((pulse_count_max) > 262144) ? 1 : 0) + 
			(((pulse_count_max) > 524288) ? 1 : 0) + 
			(((pulse_count_max) > 1048576) ? 1 : 0) + 
			(((pulse_count_max) > 2097152) ? 1 : 0) + 
			(((pulse_count_max) > 4194304) ? 1 : 0) + 
			(((pulse_count_max) > 8388608) ? 1 : 0) + 
			(((pulse_count_max) > 16777216) ? 1 : 0) + 
			(((pulse_count_max) > 33554432) ? 1 : 0) + 
			(((pulse_count_max) > 67108864) ? 1 : 0) + 
			(((pulse_count_max) > 134217728) ? 1 : 0) + 
			(((pulse_count_max) > 268435456) ? 1 : 0) + 
			(((pulse_count_max) > 536870912) ? 1 : 0) + 
			(((pulse_count_max) > 1073741824) ? 1 : 0)))
(
    input clk,
    input [width-1:0] glitchy_signal,
    output [width-1:0] debounced_signal
);
    reg [saturating_counter_width-1:0] saturating_counter [width-1:0]; 
    reg [wrapping_counter_width-1:0] wrapping_counter;
    reg sample_pulse_out;
    initial begin
        wrapping_counter = 0;
        sample_pulse_out = 0;
    end
    genvar i;
    generate
        for (i = 0; i < width; i = i + 1) begin:sat_count
            initial begin
                saturating_counter[i] = 0;
            end
            assign debounced_signal[i] = saturating_counter[i] == pulse_count_max;
            always @ (posedge clk) begin
                if (!glitchy_signal[i]) begin
                    saturating_counter[i] <= 0;
                end
                else if (sample_pulse_out && glitchy_signal[i] && saturating_counter[i] < pulse_count_max) begin
                    saturating_counter[i] <= saturating_counter[i] + 1;
                end
            end
        end
    endgenerate   
    always @(posedge clk) begin
        if (wrapping_counter < sample_count_max) begin
            wrapping_counter <= wrapping_counter + 1;
            sample_pulse_out <= 0;
        end
        else begin
            wrapping_counter <= 0;
            sample_pulse_out <= 1;
        end
    end  
endmodule
module edge_detector #(
    parameter width = 1
)(
    input clk,
    input [width-1:0] signal_in,
    output [width-1:0] edge_detect_pulse
);
    initial begin
        last_signal = 0;
    end
    reg [width-1:0] last_signal;
    always @ (posedge clk)
        last_signal <= signal_in;
    assign edge_detect_pulse = last_signal & ~signal_in;
endmodule
module synchronizer #(parameter width = 1) (
    input [width-1:0] async_signal,
    input clk,
    output [width-1:0] sync_signal
);
    reg [width-1:0] sync1;
    reg [width-1:0] sync2;
    assign sync_signal = sync2;
    always @ (posedge clk) begin
        sync1 <= async_signal;
        sync2 <= sync1;
    end
endmodule
```

## flow/constraint.sdc

```tcl
current_design button_parser

set clk_period 2.3
set clk_io_pct 0.2

create_clock -name clk0 -period $clk_period [get_ports {clk}]

set non_clock_inputs [all_inputs -no_clocks]
set_input_delay [expr $clk_period * $clk_io_pct] -clock clk0 $non_clock_inputs
set_output_delay [expr $clk_period * $clk_io_pct] -clock clk0 [all_outputs]
```

## flow/run.sh

```bash
#!/bin/bash
# OpenROAD 26Q1-2900-gdf79404cd8, Yosys 0.63+post, stock flow scripts
make -C /OpenROAD-flow-scripts/flow DESIGN_CONFIG=/design/flow/config.mk WORK_HOME=/design/flow/orfs finish
```

## flow/config.mk

```make
export PLATFORM = sky130hd
export DESIGN_NAME = button_parser
export DESIGN_NICKNAME = button_parser
export VERILOG_FILES = /design/flow/design.v
export SDC_FILE = /design/flow/constraint.sdc
export NUM_CORES = 4
export LEC_CHECK = 1
export CORE_AREA = 10 10 96 96
export DIE_AREA = 0 0 106 106
```

==> qor.csv <==
stage;metric;value;unit
yosys;yosysUniqueCellTypes;31;
yosys;yosys_warnings;4;
global_route;gr-total-overflow;0;
yosys;ys_cells;122;
cts;cts_hold_buf;0;
detailed_routing;routedWlPerCell;7.90;um
sta;slew_viol_final;0;
finish;layout-drive-gt1-share;4.72;%
run;warning_count;26;
detailed_routing;route.antenna.diode_count;0;
sta;setup_viol;0;
global_route;grt_pass1_wl;3330;um
critical_path;critPathMaxStageDelay;0.43;ns
finish;final_core_utilization;18.3;%
run_status;status;finished clean;
die;initCoreUtil;15.7;%
yosys;ys_async_sr_fraction;0;%
global_route;grt_pass1_vias;793;
yosys;ys_ff;27;
yosys;largest_area_cell;dfxtp_1;
die;rows;31;
yosys;ys_top_logic_family;simple AND/OR/NAND/NOR gates;
yosys;postSynthCellCount;122;
die;die_w;106;um
critical_path;path_max_fanout;7;
sta;skew;0.00724;ns
cts;cts_tree;built;
cts;cts.sinks;27;
placement;gp_congestion;0.837;
detailed_routing;first_pass_iters;4;
yosys;synthTopCellsByCount;dfxtp_1, nand2_1, nor2_1;
placement;numPortBuffers;2;
sta;period_used_share;92.8;%
cts;h-tree-depth;1;
sta;worst_pin_slew;0.550;ns
yosys;top_cell;dfxtp_1;
detailed_routing;via_per_inst;3.51;
sta;rsz0062_at_grt;false;
yosys;ys_sh_simple;26.0;%
global_route;track_usage;3.26;%
placement;hpwl;1310;um
sta;max_slew_margin;63.3;%
critical_path;end_kind;output port;
cts;root_buffer;clkbuf_8;
die;io_pins;3;
global_route;grt_max_degree;17;
detailed_routing;drtAntennaViolNets;0;
cts;clock_latency;0.27;ns
die;coreArea;0.00721;mm^2
die;die_area;0.0112;mm^2
run;maxCapViolCount;0;
critical_path;cp_slowest_cell;dfxtp_1;
yosys;yosys_area;0.00113;mm^2
detailed_routing;drc;0;
placement;place_ws;0.441;ns
min_path;hold_path_class;reg2reg;
yosys;synth_area;0.00113;mm^2
yosys;compound_area_share;8.84;%
sta;setup_tns;0;ns
cts;clockBufferDepth;2;
cts;numCtsBuffers;3;
detailed_routing;first_iter_violations;68;
critical_path;required;1.84;ns
yosys;synth.top_cell.area_share;47.7;%
yosys;ys_sh_mux;3.54;%
die;die_h;106;um
yosys;postSynthSeqShare;47.7;%
yosys;topCellsByArea;dfxtp_1, xor2_1, nand2_1, mux2i_1, nand3_1;
power;leakage;0.503;nW
sta;fmax;469;MHz
yosys;adder_share;3.31;%
sta;timing_hold_violations_final;0;
critical_path;worstPathCellList;ha_1, nand3b_1, nor4_1, nor2b_1, clkdlybuf4s50_1;
cts;clkTransAtPathRegs;0.09;ns
yosys;edf_count;0;
detailed_routing;route.vias.total;793;
power;ir_drop;150;uV
yosys;ff_type;dfxtp_1;
critical_path;start_kind;flop;
sta;finalWorstPathRequiredPeriod;2.13;ns
cts;ctsResizeCount;0;
yosys;avgSynthCellArea;9.28;um^2
detailed_routing;wl;1790;um
critical_path;cp_data_arrival_time;1.67;ns
sta;fin_ws;0.166;ns
power;power_density;561;mW/mm^2
cts;cts_setup_buffers;0;
yosys;synthXorXnorAreaFrac;8.51;%
critical_path;path_class;reg2out;
global_route;antenna_found_initial;0;
finish;syn_to_final_growth;16.6;%
[power by group]
part           switching [mW]  total [mW]  internal, mW  leakage [nW]
registers             0.00244       0.471         0.469         0.218
clock network           0.144       0.267         0.123        0.0217
logic                0.000311     0.00210       0.00179         0.264
[registers in the layout, indices dropped and copies added, names as in the netlist]
register and count:
button_synchronizer.sync1 1, button_synchronizer.sync2 1, button_debouncer.sample_pulse_out 1, button_debouncer.wrapping_counter 15
button_debouncer.saturating_counter 8, button_edge_detector.last_signal 1
[path summary, 6_finish.rpt]
| kind | endpoint | from | depth (start not counted) | slack (ns) |
|---|---|---|---|---|
| hold / removal | button_synchronizer.sync2 | button_synchronizer.sync1 | 0 | 0.34 |
| hold reg to reg | button_synchronizer.sync2 | button_synchronizer.sync1 | 0 | 0.34 |
| setup / recovery | out[0] | button_debouncer.saturating_counter[0][1] | 5 | 0.17 |
| setup reg to reg | button_debouncer.wrapping_counter[13] | button_debouncer.wrapping_counter[7] | 5 | 0.72 |
[metal layers]
| metal | vias up | global-route usage [%] | part of all wire (%) |
|---|---|---|---|
| li1 | 437 | - | - |
| met1 | 338 | 4.65 | 54 |
| met2 | 14 | 5.17 | 42 |
| met3 | 4 | 0.367 | 3.1 |
| met4 | 0 | 0.774 | 0.39 |
| met5 | - | 0 | 0 |
[layout by cell type, fill, tap and decap left out, drive strengths merged]
cell type and n:
a211oi 1, a21oi 5, a31oi 1, and2 2, and3 2, and4 2, buf 1, clkbuf 3
clkdlybuf4s50 2, clkinvlp 1, dfxtp 27, ha 3, inv 3, mux2i 4, nand2 13, nand2b 1
nand3 8, nand3b 1, nand4 4, nor2 10, nor2b 3, nor3 2, nor3b 1, nor4 3
o2111a 1, o211a 1, o21a 1, o21ai 4, o21bai 1, or2 1, or3 4, xnor2 4
xor2 7
[kinds of logic (layout without fill, tap and decap cells)]
kind of cell,count (synthesis),count (layout)
AND-OR/OR-AND,15,15
XOR/XNOR,11,11
adder cells (fa/ha/maj),3,3
buffers and inverters,5,10
flip-flops,27,27
multiplexers,4,4
AND/OR/NAND/NOR,57,57
[per-stage QoR]
step                std cells  hold slack, ns  cell area, um^2  power, mW
global placement          222           0.315             1270      0.485
finish                    226           0.336             1320      0.740
floorplan                 122           0.310             1130      0.483
global route              226           0.350             1320      0.769
CTS                       226           0.337             1320      0.755
detailed placement        222           0.313             1270      0.485
[critical path: cells and delay by family (launching register included)]
kind / cells / cell delay, ns
DFF: 1 / 0.43
buffers and inverters: 1 / 0.41
and+or+nand+nor: 3 / 0.38
adders and majority gates: 1 / 0.18
[layout make-up]
type,count,area [um^2]
fillers,813,5890
multi-input cells,90,568
flip-flops and latches,27,541
well taps,99,124
clock buffers,3,41.3
repair buffers,3,27.5
inverters,3,11.3
clock inverters,1,7.51
Power and IR drop assume default switching activity.
