==> flow/design.v <==
module uart #(
    parameter CLOCK_FREQ = 33_000_000,
    parameter BAUD_RATE = 115_200)
(
    input clk,
    input reset,
    input [7:0] data_in,
    input data_in_valid,
    output data_in_ready,
    output [7:0] data_out,
    output data_out_valid,
    input data_out_ready,
    input serial_in,
    output serial_out
);
    reg serial_in_reg, serial_out_reg  ;
    wire serial_out_tx;
    assign serial_out = serial_out_reg;
    always @ (posedge clk) begin
        serial_out_reg <= reset ? 1'b1 : serial_out_tx;
        serial_in_reg <= reset ? 1'b1 : serial_in;
    end
    uart_transmitter #(
        .CLOCK_FREQ(CLOCK_FREQ),
        .BAUD_RATE(BAUD_RATE)
    ) uatransmit (
        .clk(clk),
        .reset(reset),
        .data_in(data_in),
        .data_in_valid(data_in_valid),
        .data_in_ready(data_in_ready),
        .serial_out(serial_out_tx)
    );
    uart_receiver #(
        .CLOCK_FREQ(CLOCK_FREQ),
        .BAUD_RATE(BAUD_RATE)
    ) uareceive (
        .clk(clk),
        .reset(reset),
        .data_out(data_out),
        .data_out_valid(data_out_valid),
        .data_out_ready(data_out_ready),
        .serial_in(serial_in_reg)
    );
endmodule
module uart_receiver #(
    parameter CLOCK_FREQ = 33_000_000,
    parameter BAUD_RATE = 115_200)
(
    input clk,
    input reset,
    output [7:0] data_out,
    output data_out_valid,
    input data_out_ready,
    input serial_in
);
    localparam SYMBOL_EDGE_TIME = CLOCK_FREQ / BAUD_RATE;
    localparam SAMPLE_TIME = SYMBOL_EDGE_TIME / 2;
    localparam CLOCK_COUNTER_WIDTH= ((((SYMBOL_EDGE_TIME) > 1) ? 1 : 0) + 
			(((SYMBOL_EDGE_TIME) > 2) ? 1 : 0) + 
			(((SYMBOL_EDGE_TIME) > 4) ? 1 : 0) + 
			(((SYMBOL_EDGE_TIME) > 8) ? 1 : 0) + 
			(((SYMBOL_EDGE_TIME) > 16) ? 1 : 0) + 
			(((SYMBOL_EDGE_TIME) > 32) ? 1 : 0) + 
			(((SYMBOL_EDGE_TIME) > 64) ? 1 : 0) + 
			(((SYMBOL_EDGE_TIME) > 128) ? 1 : 0) + 
			(((SYMBOL_EDGE_TIME) > 256) ? 1 : 0) + 
			(((SYMBOL_EDGE_TIME) > 512) ? 1 : 0) + 
			(((SYMBOL_EDGE_TIME) > 1024) ? 1 : 0) + 
			(((SYMBOL_EDGE_TIME) > 2048) ? 1 : 0) + 
			(((SYMBOL_EDGE_TIME) > 4096) ? 1 : 0) + 
			(((SYMBOL_EDGE_TIME) > 8192) ? 1 : 0) + 
			(((SYMBOL_EDGE_TIME) > 16384) ? 1 : 0) + 
			(((SYMBOL_EDGE_TIME) > 32768) ? 1 : 0) + 
			(((SYMBOL_EDGE_TIME) > 65536) ? 1 : 0) + 
			(((SYMBOL_EDGE_TIME) > 131072) ? 1 : 0) + 
			(((SYMBOL_EDGE_TIME) > 262144) ? 1 : 0) + 
			(((SYMBOL_EDGE_TIME) > 524288) ? 1 : 0) + 
			(((SYMBOL_EDGE_TIME) > 1048576) ? 1 : 0) + 
			(((SYMBOL_EDGE_TIME) > 2097152) ? 1 : 0) + 
			(((SYMBOL_EDGE_TIME) > 4194304) ? 1 : 0) + 
			(((SYMBOL_EDGE_TIME) > 8388608) ? 1 : 0) + 
			(((SYMBOL_EDGE_TIME) > 16777216) ? 1 : 0) + 
			(((SYMBOL_EDGE_TIME) > 33554432) ? 1 : 0) + 
			(((SYMBOL_EDGE_TIME) > 67108864) ? 1 : 0) + 
			(((SYMBOL_EDGE_TIME) > 134217728) ? 1 : 0) + 
			(((SYMBOL_EDGE_TIME) > 268435456) ? 1 : 0) + 
			(((SYMBOL_EDGE_TIME) > 536870912) ? 1 : 0) + 
			(((SYMBOL_EDGE_TIME) > 1073741824) ? 1 : 0));
    wire symbol_edge;
    wire sample;
    wire start;
    wire rx_running;
    reg [9:0] rx_shift;
    reg [3:0] bit_counter;
    reg [CLOCK_COUNTER_WIDTH-1:0] clock_counter;
    reg has_byte;
    assign symbol_edge = clock_counter == (SYMBOL_EDGE_TIME - 1);
    assign sample = clock_counter == SAMPLE_TIME;
    assign start = !serial_in && !rx_running;
    assign rx_running = bit_counter != 4'd0;
    assign data_out = rx_shift[8:1];
    assign data_out_valid = has_byte && !rx_running;
    always @ (posedge clk) begin
        clock_counter <= (start || reset || symbol_edge) ? 0 : clock_counter + 1;
    end
    always @ (posedge clk) begin
        if (reset) begin
            bit_counter <= 0;
        end else if (start) begin
            bit_counter <= 10;
        end else if (symbol_edge && rx_running) begin
            bit_counter <= bit_counter - 1;
        end
    end
    always @(posedge clk) begin
        if (sample && rx_running) rx_shift <= {serial_in, rx_shift[9:1]};
    end
    always @ (posedge clk) begin
        if (reset) has_byte <= 1'b0;
        else if (bit_counter == 1 && symbol_edge) has_byte <= 1'b1;
        else if (data_out_ready) has_byte <= 1'b0;
    end
endmodule
module uart_transmitter #(
    parameter CLOCK_FREQ = 33_000_000,
    parameter BAUD_RATE = 115_200)
(
    input clk,
    input reset,
    input [7:0] data_in,
    input data_in_valid,
    output data_in_ready,
    output serial_out
);
    localparam  SYMBOL_EDGE_TIME    =   CLOCK_FREQ / BAUD_RATE;
    localparam  CLOCK_COUNTER_WIDTH =   ((((SYMBOL_EDGE_TIME) > 1) ? 1 : 0) + 
			(((SYMBOL_EDGE_TIME) > 2) ? 1 : 0) + 
			(((SYMBOL_EDGE_TIME) > 4) ? 1 : 0) + 
			(((SYMBOL_EDGE_TIME) > 8) ? 1 : 0) + 
			(((SYMBOL_EDGE_TIME) > 16) ? 1 : 0) + 
			(((SYMBOL_EDGE_TIME) > 32) ? 1 : 0) + 
			(((SYMBOL_EDGE_TIME) > 64) ? 1 : 0) + 
			(((SYMBOL_EDGE_TIME) > 128) ? 1 : 0) + 
			(((SYMBOL_EDGE_TIME) > 256) ? 1 : 0) + 
			(((SYMBOL_EDGE_TIME) > 512) ? 1 : 0) + 
			(((SYMBOL_EDGE_TIME) > 1024) ? 1 : 0) + 
			(((SYMBOL_EDGE_TIME) > 2048) ? 1 : 0) + 
			(((SYMBOL_EDGE_TIME) > 4096) ? 1 : 0) + 
			(((SYMBOL_EDGE_TIME) > 8192) ? 1 : 0) + 
			(((SYMBOL_EDGE_TIME) > 16384) ? 1 : 0) + 
			(((SYMBOL_EDGE_TIME) > 32768) ? 1 : 0) + 
			(((SYMBOL_EDGE_TIME) > 65536) ? 1 : 0) + 
			(((SYMBOL_EDGE_TIME) > 131072) ? 1 : 0) + 
			(((SYMBOL_EDGE_TIME) > 262144) ? 1 : 0) + 
			(((SYMBOL_EDGE_TIME) > 524288) ? 1 : 0) + 
			(((SYMBOL_EDGE_TIME) > 1048576) ? 1 : 0) + 
			(((SYMBOL_EDGE_TIME) > 2097152) ? 1 : 0) + 
			(((SYMBOL_EDGE_TIME) > 4194304) ? 1 : 0) + 
			(((SYMBOL_EDGE_TIME) > 8388608) ? 1 : 0) + 
			(((SYMBOL_EDGE_TIME) > 16777216) ? 1 : 0) + 
			(((SYMBOL_EDGE_TIME) > 33554432) ? 1 : 0) + 
			(((SYMBOL_EDGE_TIME) > 67108864) ? 1 : 0) + 
			(((SYMBOL_EDGE_TIME) > 134217728) ? 1 : 0) + 
			(((SYMBOL_EDGE_TIME) > 268435456) ? 1 : 0) + 
			(((SYMBOL_EDGE_TIME) > 536870912) ? 1 : 0) + 
			(((SYMBOL_EDGE_TIME) > 1073741824) ? 1 : 0));
    wire tx_running;  
    wire symbol_edge;
    wire start; 
    reg [9:0] tx_shift;
    reg [3:0] bit_counter;
    reg [CLOCK_COUNTER_WIDTH-1:0] clock_counter;
    assign serial_out = tx_shift[0];
    assign data_in_ready = !tx_running;
    assign symbol_edge = clock_counter == (SYMBOL_EDGE_TIME - 1);
    assign start = data_in_valid;
    assign tx_running = bit_counter != 0;
    always @ (posedge clk) begin
        clock_counter <= (start || reset || symbol_edge) ? 0 : clock_counter + 1;
    end
    always @ (posedge clk) begin
        if (reset) begin
            bit_counter <= 0;
        end 
        else if (start) 
            bit_counter <= 1;
        else if (symbol_edge && tx_running) begin
            if (bit_counter == 10) 
                bit_counter <= 0;
            else
                bit_counter <= bit_counter + 1;
        end
    end 
    always @(posedge clk) begin
        if (reset || !tx_running) begin
            tx_shift <= 10'b1;
        end
        if (start) begin
            tx_shift <= {1'b1, data_in[7:0], 1'b0};
        end
        else if (symbol_edge && tx_running && bit_counter < 10)
            tx_shift <= tx_shift >> 1;
    end     
endmodule
module cycle_counter
(
	input              clk,
	input              counter_rst,
	output [32-1:0] cycle_cnt
);
	reg [32-1:0] cycle_count_reg;
	always @(posedge clk) begin
		if(counter_rst) begin
			cycle_count_reg<=0;
		end
		else begin
			cycle_count_reg<=cycle_count_reg+1;
		end
	end
	assign cycle_cnt = cycle_count_reg;
endmodule
module instr_counter
(
	input              clk,
	input              instr_stop,
	input              counter_rst,
	output [32-1:0] instr_cnt
);
	reg [32-1:0] instr_count_reg;
	always @(posedge clk) begin
		if(counter_rst) begin
			instr_count_reg<=0;
		end
		else begin
			if(instr_stop) begin
				instr_count_reg<=instr_count_reg;		
			end
			else begin
				instr_count_reg<=instr_count_reg+1;
			end			
		end
	end
	assign instr_cnt = instr_count_reg;
endmodule
module io_control#(
	parameter CPU_CLOCK_FREQ = 50_000_000
)
(
	input clk,
	input iowea,
	input [3:0] wea,
	input cpu_rst,
	input [5-1:0] adr,
	input instr_stop,
	input [32-1:0] din_io,
	input uart_serial_in,
	output [32-1:0] dout_io,
	output uart_serial_out
);
	wire [32-1:0] cycle_cnt;
	wire [32-1:0] instr_cnt;
	wire [7:0]       uart_data_in;
	wire [7:0]       uart_data_out;
	wire             uart_data_in_valid;
	wire             uart_data_in_ready;
	wire             uart_data_out_valid;
	wire             uart_data_out_ready;
	wire [32-1:0] uart_control_reg;
	reg has_char;
	reg [32-1:0]  dout_io_reg;
	reg              counter_rst;
	reg [7:0]        uart_data_in_reg;
	reg              uart_data_in_valid_reg;
	reg              uart_data_out_ready_reg;
	cycle_counter           m_cycle_counter(.clk(clk), .counter_rst(counter_rst|cpu_rst), .cycle_cnt(cycle_cnt));
	instr_counter           m_instr_counter(.clk(clk), .instr_stop(instr_stop), .counter_rst(counter_rst|cpu_rst), .instr_cnt(instr_cnt));
	uart  #(CPU_CLOCK_FREQ) on_chip_uart(.clk(clk), .reset(cpu_rst), .data_in(uart_data_in), .data_in_valid(uart_data_in_valid), .data_in_ready(uart_data_in_ready), .data_out(uart_data_out),.data_out_valid(uart_data_out_valid), .data_out_ready(uart_data_out_ready), .serial_in(uart_serial_in), .serial_out(uart_serial_out));
	always @(negedge clk) begin
		if(cpu_rst) begin
			uart_data_in_valid_reg<=1'b0;
			uart_data_out_ready_reg<=1'b0;
		end
		else begin
			case(adr)
				5'b00001: begin
					uart_data_out_ready_reg<=1'b1;
				end
				5'b00010: begin
					if(iowea) begin
						uart_data_in_valid_reg<=1'b1;
					end
					else begin
						uart_data_in_valid_reg<=1'b0;
					end
				end
				default: begin
					uart_data_out_ready_reg<=1'b0;
					uart_data_in_valid_reg<=1'b0;
				end
			endcase
		end
	end
	always @(posedge clk) begin
		if (cpu_rst) begin
			dout_io_reg<=32'd0;
		end
		else begin
			case(adr)
				5'b00000: begin  
					dout_io_reg<=uart_control_reg;
				end
				5'b00001: begin  
					dout_io_reg<={24'b0,uart_data_out};
				end
				5'b00100: begin
					dout_io_reg<=cycle_cnt;
				end
				5'b00101: begin
					dout_io_reg<=instr_cnt;
				end
				default: begin
					dout_io_reg<=32'd0;
				end
			endcase
		end
	end
	always @(*) begin
		case(adr)
			5'b00010: begin
				if(iowea) begin
					uart_data_in_reg=din_io[7:0];
				end
				else begin
					uart_data_in_reg=8'd0;
				end
			end
			5'b00110: begin
				if(iowea && wea!=4'd0) begin
					counter_rst=1'b1;
				end
				else begin
					counter_rst=1'b0;
				end
			end
			default: begin
				uart_data_in_reg=8'd0;
				counter_rst=1'b0;		
			end
		endcase
	end
	assign uart_data_out_ready=uart_data_out_ready_reg;
	assign dout_io=dout_io_reg;
	assign uart_control_reg={30'b0,uart_data_out_valid,uart_data_in_ready};
	assign uart_data_in=uart_data_in_reg;
	assign uart_data_in_valid=uart_data_in_valid_reg;
endmodule
==> flow/run.sh <==
#!/bin/bash
# OpenROAD 26Q1-2900-gdf79404cd8, Yosys 0.63+post, stock flow scripts
make -C /OpenROAD-flow-scripts/flow DESIGN_CONFIG=/design/flow/config.mk WORK_HOME=/design/flow/orfs finish
==> flow/config.mk <==
export PLATFORM = sky130hd
export DESIGN_NAME = io_control
export DESIGN_NICKNAME = io_control
export VERILOG_FILES = /design/flow/design.v
export SDC_FILE = /design/flow/constraint.sdc
export NUM_CORES = 4
export LEC_CHECK = 1
export CORE_UTILIZATION = 40
==> flow/constraint.sdc <==
current_design io_control

set clk_period 5.4
set clk_io_pct 0.2

create_clock -name clk0 -period $clk_period [get_ports {clk}]

set non_clock_inputs [all_inputs -no_clocks]
set_input_delay [expr $clk_period * $clk_io_pct] -clock clk0 $non_clock_inputs
set_output_delay [expr $clk_period * $clk_io_pct] -clock clk0 [all_outputs]
==> flow_results.xml <==
<?xml version="1.0" encoding="UTF-8"?>
<metrics>
  <group name="yosys">
    <metric name="synth_flops" unit="">155</metric>
    <metric name="synth_top_flop_cell" unit="">dfxtp_1</metric>
    <metric name="yosysWarnings" unit="">6</metric>
    <metric name="enable_flop_cells" unit="">17</metric>
    <metric name="synth.lib_cells_used.distinct" unit="">52</metric>
    <metric name="async_reset_ff_share" unit="%">0</metric>
    <metric name="mappedNetlistArea" unit="um2">6500</metric>
    <metric name="syn-instance-count" unit="">702</metric>
    <metric name="synth_stat.cells" unit="">702</metric>
    <metric name="syn_area_per_cell" unit="um2">9.26</metric>
    <metric name="ys_chip_area" unit="um2">6500</metric>
  </group>
  <group name="sta">
    <metric name="setup_viol" unit="">0</metric>
    <metric name="unclocked_regs" unit="">9</metric>
    <metric name="worstMarginPinSlew" unit="ns">0.947</metric>
    <metric name="post_route_setup_tns" unit="ns">0</metric>
    <metric name="slew_headroom" unit="%">36.6</metric>
    <metric name="grt_setup_unrepaired" unit="">no</metric>
    <metric name="layout_skew" unit="ns">0.0227</metric>
    <metric name="hold_viol_final" unit="">0</metric>
    <metric name="slew_viol_final" unit="">0</metric>
    <metric name="endpoints_left_unconstrained" unit="">9</metric>
  </group>
  <group name="grt">
    <metric name="grt_pass1_vias" unit="">4849</metric>
    <metric name="pin_count_of_the_biggest_net_entering_global_routing" unit="">56</metric>
    <metric name="grt_antenna_before_repair" unit="">0</metric>
    <metric name="grt_overflow_total" unit="">0</metric>
    <metric name="grt_util_all_layers" unit="%">18.3</metric>
    <metric name="first_pass_grt_wire_length" unit="mm">23.6</metric>
  </group>
  <group name="final_layout">
    <metric name="final_cell_count_no_fill" unit="">977</metric>
    <metric name="final.fill_count" unit="">1439</metric>
    <metric name="layout.area.comb" unit="um2">3050</metric>
    <metric name="flop_area" unit="um2">3230</metric>
    <metric name="synthToLayoutAreaGrowth" unit="%">20.4</metric>
    <metric name="fraction_of_layout_instances_using_a_drive_strength_above_1" unit="%">6.57</metric>
    <metric name="lay_top_cells" unit="">dfxtp_1, nor2_1, clkdlybuf4s50_1</metric>
    <metric name="final_layout_top_logic_cell" unit="">dfxtp_1</metric>
  </group>
  <group name="clock_tree">
    <metric name="cts_inserted_buffers" unit="">17</metric>
    <metric name="cts_tree" unit="">built</metric>
    <metric name="worst_skew_pair.late_latency" unit="ns">0.44</metric>
    <metric name="cts.htree.levels" unit="">4</metric>
    <metric name="postCtsHoldBufs" unit="">0</metric>
    <metric name="cts.root.buffer_cell" unit="">clkbuf_16</metric>
    <metric name="postCtsSetupRepairBufs" unit="">0</metric>
    <metric name="clk_path_buf_depth" unit="">2</metric>
    <metric name="ctsResizeCount" unit="">0</metric>
    <metric name="worst_setup_hold_path_clk_slew" unit="ns">0.06</metric>
  </group>
  <group name="run">
    <metric name="max-cap-violations" unit="">0</metric>
    <metric name="tool_warnings" unit="">55</metric>
  </group>
  <group name="critical_path">
    <metric name="critical_path.reg2reg.startpoint" unit="">uart_data_in_valid_reg$_SDFFE_NP0P_</metric>
    <metric name="r2r_slack" unit="ns">1.29</metric>
    <metric name="r2r_cell_count" unit="">1</metric>
    <metric name="timing.critical_path.required" unit="ns">3.07</metric>
    <metric name="rr_endpoint" unit="">on_chip_uart.uatransmit.tx_shift[5]$_DFFE_PP_</metric>
    <metric name="timing.critical_path.to_type" unit="">flip-flop</metric>
    <metric name="setup.worst_path.end" unit="">uart_data_in_valid_reg$_SDFFE_NP0P_</metric>
    <metric name="crit_type" unit="">input port to flip-flop</metric>
    <metric name="crit_arrival" unit="ns">2.38</metric>
    <metric name="crit_path_start_kind" unit="">input port</metric>
    <metric name="setup.worst_path.start" unit="">adr[1]</metric>
    <metric name="timing.critical_path.fanout_max" unit="">5</metric>
  </group>
  <group name="routing">
    <metric name="vias" unit="">5344</metric>
    <metric name="routed_via_density" unit="">5.47</metric>
    <metric name="wl_per_cell" unit="um">14.6</metric>
    <metric name="drt_first_iter_violations" unit="">394</metric>
    <metric name="post_route_drc_violation_count" unit="">0</metric>
    <metric name="drtAntennaViolNets" unit="">0</metric>
    <metric name="finalWirelength" unit="mm">14.2</metric>
    <metric name="insertedDiodeCount" unit="">0</metric>
    <metric name="drt_first_pass_iters" unit="">5</metric>
  </group>
  <group name="placed_design">
    <metric name="numPlacedInstances" unit="">944</metric>
    <metric name="port_buffers" unit="">54</metric>
    <metric name="rd_place_congestion" unit="">0.821</metric>
    <metric name="detailed_place_hpwl" unit="mm">9.22</metric>
  </group>
  <group name="power">
    <metric name="max-vdd-ir-drop" unit="V">0.000216</metric>
    <metric name="p_leak" unit="nW">2.51</metric>
    <metric name="power_per_cell_area" unit="nW/um2">299</metric>
  </group>
  <group name="worst_hold_path">
    <metric name="timing.hold.worst.class" unit="">flip-flop to flip-flop</metric>
  </group>
  <group name="floorplan">
    <metric name="num_rows" unit="">46</metric>
    <metric name="die_width" unit="um">129</metric>
    <metric name="dieArea" unit="um2">16800</metric>
    <metric name="chipHeight" unit="um">129</metric>
    <metric name="ports" unit="">79</metric>
    <metric name="coreArea" unit="um2">15900</metric>
    <metric name="fp-utilization" unit="%">40.9</metric>
  </group>
  <group name="status">
    <metric name="outcome" unit="">complete, no violations</metric>
  </group>
</metrics>
## worst max-delay path, stage by stage
cell and delay [ns]:
clkdlybuf4s50_1 0.50, nor4_1 0.39, and2_1 0.23, a21oi_1 0.08, nor2_1 0.11
## Yosys cell counts, types with 3 or more instances
cell type	n	area, um2
dfxtp_1	129	2580
nor2_1	80	300
a21oi_1	48	240
nand2_1	35	131
a22oi_1	32	240
nand3_1	30	150
clkbuf_1	29	109
or4_1	24	180
nand4_1	22	138
or3_1	22	138
inv_1	21	78.8
xnor2_1	21	184
o31ai_1	20	150
edfxtp_1	17	510
o21ai_0	17	85.1
and2_1	16	100
xor2_1	15	131
nor3_1	14	70.1
nor4_1	12	75.1
and4_1	10	87.6
dlxtn_1	9	135
ha_1	9	113
a22o_1	8	70.1
mux2i_1	8	80.1
buf_2	5	25.0
or2_2	5	31.3
nand4b_1	4	35.0
nor2b_1	4	25.0
and4b_1	3	30.0
buf_1	3	11.3
o21a_1	3	22.5
## report_power, final
part           switching [mW]  internal [mW]  total, mW
clock                   0.457          0.694       1.15
sequential             0.0120           1.11       1.12
combinational          0.0400         0.0334     0.0734
total                   0.509           1.83       2.34
## layout make-up
cell class | instances | area share, %
Clock inverter | 14 | 1.76
Inverter | 20 | 0.960
Timing Repair Buffer | 64 | 7.87
Sequential cell | 155 | 41.3
Clock buffer | 20 | 5.71
Tap cell | 216 | 3.46
Multi-Input combinational cell | 488 | 39.0
## worst min-delay path by stage
stage | startpoint | to | slack [ns] | depth (start not counted)
after CTS | on_chip_uart.uareceive.rx_shift[9]$_DFFE_PP_ | on_chip_uart.uareceive.rx_shift[8]$_DFFE_PP_ | 0.43 | 0
after global routing | on_chip_uart.uatransmit.tx_shift[0]$_SDFFE_PP0P_ | on_chip_uart.serial_out_reg$_SDFF_PP1_ | 0.45 | 1
final | on_chip_uart.uareceive.rx_shift[9]$_DFFE_PP_ | on_chip_uart.uareceive.rx_shift[8]$_DFFE_PP_ | 0.43 | 0
## per-layer routing
metal	up-vias	wire (um)	global-route usage [%]
met1	2508	6790	27.8
met4	0	307	3.42
met5	-	0	0
met2	144	6520	28.3
met3	22	605	3.32
li1	2670	-	-
## stage by stage
stage / hold WS [ns] / utilization (%) / power, mW / instance area [um2] / worst slack [ns]
3_3_place_gp: 0.404 / 45.6 / 1.22 / 7240 / 0.307
4_1_cts: 0.431 / 49.2 / 2.36 / 7820 / 0.717
5_1_grt: 0.453 / 49.2 / 2.43 / 7820 / 0.577
2_1_floorplan: 0.400 / - / 1.18 / 6500 / 0.608
3_5_place_dp: 0.415 / 45.6 / 1.22 / 7240 / 0.275
6_report: 0.427 / 49.2 / 2.34 / 7820 / 0.694
## cell families (layout without fill, tap and decap cells)
group                      after synthesis  count (layout)  synth area share (%)
adders and majority gates                9               9                  1.73
and+or+nand+nor                        294             294                  24.8
latches                                  9               9                  2.08
AOI/OAI and AO/OA                      141             141                  14.1
buffers and inverters                   59             118                  3.56
xor gates and xnor gates                36              36                  4.85
DFF                                    146             146                  47.6
muxes                                    8               8                  1.23
Power is estimated from default activity; no workload was simulated.
